--- config.mk ---
export PLATFORM = sky130hd
export DESIGN_NAME = datapath
export DESIGN_NICKNAME = datapath
export VERILOG_FILES = /design/flow/design.v
export SDC_FILE = /design/flow/constraint.sdc
export NUM_CORES = 4
export LEC_CHECK = 1
export CORE_UTILIZATION = 30
export SYNTH_HDL_FRONTEND = slang
--- constraint.sdc ---
current_design datapath

set clk_period 142.6
set clk_io_pct 0.2

create_clock -name clk0 -period $clk_period [get_ports {clk}]

set non_clock_inputs [all_inputs -no_clocks]
set_input_delay [expr $clk_period * $clk_io_pct] -clock clk0 $non_clock_inputs
set_output_delay [expr $clk_period * $clk_io_pct] -clock clk0 [all_outputs]
--- design.v ---
module adder #(parameter N = 64)
			  (input logic [N-1:0] a, b,
			   output logic [N-1:0] y);
	assign y = a + b;
endmodule
module alu #(parameter N=64)
			(input logic [N-1:0] a, b,
			 input logic [3:0] ALUControl,
			 output logic [N-1:0] result,
			 output logic zero);
	always_comb begin
		casez(ALUControl)
			4'b0000: result = a & b;
			4'b0001: result = a | b;
			4'b0010: result = a + b;
			4'b0110: result = a - b;
			4'b0111: result = b;
			default: result = '1;
		endcase
		zero = ~(|result);  
	end
endmodule
module comp_n #(parameter N=64)
			   (input logic [N-1:0] a, b,
				output logic eq);
	assign eq = a === b;
endmodule
module datapath #(parameter N = 64)
				 (input logic reset, clk,
				  input logic reg2loc,
				  input logic [1:0] AluSrc,
				  input logic [3:0] AluControl,
				  input logic Branch,
				  input logic memRead,
				  input logic memWrite,
				  input logic regWrite,
				  input logic memtoReg,				  
				  input logic [31:0] IM_readData,
				  input logic [N-1:0] DM_readData,
				  input logic [3:0] EStatus,
				  input logic Exc, ERet,
				  output logic [N-1:0] IM_addr, DM_addr, DM_writeData,
				  output logic DM_writeEnable, DM_readEnable,
				  output logic ExcAck);
	logic PCSrc;
	logic [N-1:0] E_Branch, PCBranch, writeData3;
	logic [N-1:0] signImm, readData1, readData2, readData3;
	logic [N-1:0] NextPC, EVAddr;
	logic EProc;
	logic zero;
	fetch #(64) 	FETCH      (.PCSrc_F(PCSrc),
								.clk(clk),
								.reset(reset),
								.EProc_F(EProc),
								.PCBranch_F(PCBranch),
								.EVAddr_F(EVAddr),
								.imem_addr_F(IM_addr),
								.NextPC_F(NextPC));
	decode #(64)	DECODE     (.regWrite_D(regWrite),
								.reg2loc_D(reg2loc),
								.clk(clk),
								.writeData3_D(writeData3),
								.instr_D(IM_readData),
								.signImm_D(signImm),
								.readData1_D(readData1),
								.readData2_D(readData2));
	execute #(64)   EXECUTE    (.AluSrc(AluSrc),
								.AluControl(AluControl),
								.PC_E(IM_addr),
								.signImm_E(signImm),
								.readData1_E(readData1),
								.readData2_E(readData2),
								.readData3_E(readData3),
								.PCBranch_E(E_Branch),
								.aluResult_E(DM_addr),
								.writeData_E(DM_writeData),
								.zero_E(zero));
	memory  		MEMORY     (.Branch_M(Branch),
								.zero_M(zero),
								.PCSrc_M(PCSrc));
	writeback #(64) WRITEBACK  (.aluResult_W(DM_addr),
								.DM_readData_W(DM_readData),
								.memtoReg(memtoReg),
								.writeData3_W(writeData3));
	exception       EXCEPTION  (.clk(clk), .reset(reset),
								.Exc(Exc), .ERet(ERet),
								.EStatus(EStatus),
								.NextPC_X(NextPC),
								.imem_addr_X(IM_addr),
								.ALUBranch_X(E_Branch),
								.EDataSel(IM_readData[13:12]),
								.ExcAck(ExcAck),
								.EProc_X(EProc),
								.PCBranch_X(PCBranch),
								.readData_X(readData3),
								.EVAddr_X(EVAddr));
	assign DM_writeEnable = memWrite;
	assign DM_readEnable = memRead;
endmodule
module decode #(parameter N = 64)
			   (input logic regWrite_D, reg2loc_D, clk,
				input logic [N-1:0] writeData3_D,
				input logic [31:0] instr_D,
				output logic [N-1:0] signImm_D, readData1_D, readData2_D);
	logic [4:0] ra2;
	mux2 #(5) ra2mux	(.d0(instr_D[20:16]), .d1(instr_D[4:0]), .s(reg2loc_D), .y(ra2));
	regfile   registers (.clk(clk), .we3(regWrite_D), .ra1(instr_D[9:5]), .ra2(ra2), .wa3(instr_D[4:0]),
						 .wd3(writeData3_D), .rd1(readData1_D), .rd2(readData2_D));
	signext   ext   	(.a(instr_D), .y(signImm_D));
endmodule
module esync (input logic Exc, resetEsync, reset,
			  output logic out);
	always @(Exc, resetEsync, reset) begin
		if(reset) out <= 1'b0;
		if(resetEsync) out <= 1'b0;			
		if(Exc) out <= 1'b1;
	end
endmodule
module exception (input logic clk, reset, Exc, ERet,
				  input logic [3:0] EStatus,
				  input logic [63:0] NextPC_X, imem_addr_X, ALUBranch_X,
				  input logic [1:0] EDataSel,
				  output logic ExcAck, EProc_X,
				  output logic [63:0] PCBranch_X, readData_X,
				  output logic [63:0] EVAddr_X);
	logic [63:0] Exc_vector = 64'hD8;
	assign EVAddr_X = Exc_vector;
	logic comp_out, sync_out, EProc;
	assign EProc = sync_out & ~reset;
	assign EProc_X = EProc;
	assign ExcAck = comp_out;
	comp_n  #(64) EV_Comp (imem_addr_X, Exc_vector, comp_out);
	esync         ESync   (Exc, comp_out, reset, sync_out);
	logic [63:0] ERR_out, ELR_out;
	logic [3:0] ESR_out;
	flopr_e #(64) ERR     (clk, reset, EProc, NextPC_X, ERR_out);
	flopr_e #(64) ELR     (clk, reset, EProc, imem_addr_X, ELR_out);
	flopr_e #(4)  ESR     (clk, reset, EProc, EStatus , ESR_out);
	mux2    #(64) RET_SEL (ALUBranch_X, ERR_out, ERet, PCBranch_X);
	mux4    #(64) D_SEL   (ERR_out, ELR_out, {60'b0, ESR_out}, 64'b0, EDataSel, readData_X);
endmodule
module execute #(parameter N=64)
				(input logic [1:0] AluSrc,
				 input logic [3:0] AluControl,
				 input logic [N-1:0] PC_E, signImm_E, readData1_E, readData2_E, readData3_E,
				 output logic [N-1:0] PCBranch_E, aluResult_E, writeData_E,
				 output logic zero_E);
	logic [N-1:0] mux_out, sl2_out;
	mux4  #(N) MUX_E(readData2_E, signImm_E, readData3_E, readData3_E, AluSrc, mux_out);
	alu        ALU(readData1_E, mux_out, AluControl, aluResult_E, zero_E);
	sl2   #(N) ShiftLeft_E(signImm_E, sl2_out);
	adder #(N) Add_E(sl2_out, PC_E, PCBranch_E);
	assign writeData_E = readData2_E;
endmodule
module fetch #(parameter N=64)
			  (input logic PCSrc_F, clk, reset, EProc_F,
			   input logic [N-1:0] PCBranch_F, EVAddr_F,
			   output logic[N-1:0] imem_addr_F, NextPC_F);
	logic [N-1:0] PC_out, adder_out, mux1_out, mux2_out;
	flopr #(N) PC   (clk, reset, mux2_out, PC_out);
	adder #(N) Add  (PC_out, 64'h4, adder_out);
	mux2  #(N) MUX1 (adder_out, PCBranch_F, PCSrc_F, mux1_out);
	mux2  #(N) MUX2 (mux1_out, EVAddr_F, EProc_F, mux2_out);
	assign imem_addr_F = PC_out;
	assign NextPC_F = mux1_out;
endmodule
module flopr #(parameter N = 64)
			  (input logic clk, reset,
			   input logic [N-1: 0] d,
			   output logic [N-1: 0] q);
	always_ff @(posedge clk, posedge reset)
		if (reset) q <= 'b0;
		else	   q <= d;
endmodule
module flopr_e #(parameter N = 64)
				(input logic clk, reset, enable,
				input logic [N-1: 0] d,
				output logic [N-1: 0] q);
	always_ff @(posedge clk, posedge reset)
		if (reset)       q <= '0;
		else if (enable) q <= d;
endmodule
module memory (input logic Branch_M, zero_M,
			   output logic PCSrc_M);
	assign PCSrc_M = Branch_M & zero_M;
endmodule
module mux2 #(parameter N = 64)
			 (input logic [N-1:0] d0, d1,
			  input logic s,
			  output logic [N-1:0] y);
	assign y = s ? d1 : d0;
endmodule
module mux4 #(parameter N=64)
				(input logic [N-1:0] d0, d1, d2, d3,
				 input logic [1:0] s,
				 output logic [N-1:0] y);
assign y = s[1] ? (s[0] ? d3 : d2):(s[0] ? d1 : d0);
endmodule
module regfile #(parameter N=64)
				(input logic clk,	we3,
			 	 input logic [4:0] ra1, ra2, wa3,
			 	 input logic [N-1:0] wd3,
			 	 output logic [N-1:0] rd1, rd2);
	logic [N-1:0] REGS [0:31];
	initial 
	begin
		REGS  = '{default:'0};
		for (logic [N-1:0] i = 0; i < 'd31; ++i) REGS[i] = i;
	end
	always @(posedge clk)
		if (we3)
			REGS[wa3] <= wd3;
		always_comb begin
			rd1 <= (ra1 == 5'd31) ? 64'b0 : REGS[ra1];
			rd2 <= (ra2 == 5'd31) ? 64'b0 : REGS[ra2];
		end
endmodule
module signext (input logic [31:0] a,
				output logic [63:0] y);
	always_comb
		casez (a[31:21])			
			11'b111_1100_00?0: y = {{55{a[20]}}, a[20:12]};
			11'b101_1010_????: y = {{45{a[23]}}, a[23:5]};	
			default: y = '0;
		endcase
endmodule
module sl2 #(parameter N = 64)
			(input logic [N-1:0] a,
			 output logic [N-1:0] y);
	assign y[0] = 1'b0;
	assign y[1] = 1'b0;
	assign y[N-1:2] = a[N-3:0];
endmodule
module writeback #(parameter N = 64)
				  (input logic [N-1:0] aluResult_W, DM_readData_W,
				   input logic memtoReg,
				   output logic [N-1:0] writeData3_W);
	mux2 #(64) MtoRmux (.d0(aluResult_W), .d1(DM_readData_W), .s(memtoReg), .y(writeData3_W));
endmodule
--- run.sh ---
#!/bin/bash
# OpenROAD 26Q1-2900-gdf79404cd8, Yosys 0.63+post, stock flow scripts
make -C /OpenROAD-flow-scripts/flow DESIGN_CONFIG=/design/flow/config.mk WORK_HOME=/design/flow/orfs finish
==> changes_impl.md <==
### Implementation results

* CP max FO at 62
* Average wire per standard cell at 36.00 µm
* Fraction of registers with async set or reset after synthesis at 8.731%
* HPWL Detailed at 418200 µm
* Worst skew pair latency at 1.01 ns
* Drt drc at 0
* Slew at the pin closest to its max-slew limit at 1.475 ns
* Clk buf depth at 4
* Max cap viols at 0
* CTS tree: yes
* Filler cells at 42410
* Crit path DRT at 114.08 ns
* Final Skew at 0.1106 ns
* Initial antenna violation count at 69
* Pre-antenna DRT Iters at 9
* Most common reg cell: edfxtp_1
* Max_slew headroom at 0.4354%
* I/O Buffers at 306
* Cts bufs inserted at 235
* Setup TNS at 0 ns
* RSZ-0062 raised after global routing: false
* Worst Setup Slack, final at 73.78 ns
* H-tree depth at 4
* Layout cells sized above 1 at 15.15%
* Cts repair resizes at 0
* Critical Path Source Type: primary input
* Pin count of the biggest net entering global routing at 89
* Mapped Area at 131300 µm²
* Hold Violations, Final at 0
* Cell Type Count at 111
* DP Cell Count at 17230
* Hold Path Class: flop to flop
* Area leader, netlist: edfxtp_1
* Total congestion overflow at 0
* Register pins left without a clock at 1
* Leakage Power at 50.37 nW
* Status: complete, no violations
* Cell mode on critical path: buf_4
* Post-synth EDFFs at 2048
* Yosys warns at 0
* Setup crit end kind: output port
* Clk slew on worst S/H paths at 0.06 ns
* GPL Wtd Cong at 1.018
* Post-CTS Hold Buffers at 0
* Final setup violation count at 0
* Register area at 66420 µm²
* P per Cell Area at 11.52 nW/µm²
* Arr. time, crit path at 40.30 ns
* Max incr delay on CP at 1.02 ns
* Chip area at 440400 µm²
* Max Slew Vio Count at 0
* Pwr Total at 1.724 mW
* ANT nets after route at 0
* Synthesized registers at 2245
* Routed vias/inst at 6.291
* Final instance area at 149600 µm²
* Most numerous cell in the Yosys netlist: edfxtp_1
* Final WL at 639200 µm
* Clock root buffer master: clkbuf_16
* Synth area leaders: edfxtp_1 47%, mux4_2 9.2%, nand2_1 4.6%, dfrtp_1 3.7%, a21oi_1 3.5%
* Placed inst area at 141800 µm²
* Fin crit period at 68.82 ns
* Critical setup path kind: primary input to output port
* Chip height at 663.7 µm
* Endpoints left unconstrained at 1
* Post-synth top area share at 46.83%
* Worst vdd ir at 0.00001074 V
* Top cells by count: 2048 x edfxtp_1, 1599 x nand2_1, 922 x a21oi_1, 630 x o21ai_0, 578 x a211oi_1
* Synthesized area per cell at 11.30 µm²
* Vias at 111700
* Comb. cell area at 60140 µm²
* Pre-CTS setup slack at 74.33 ns
* IO Pins at 311
* Die Width at 663.7 µm
* Highest clock rate at 14.53 MHz
* Vias in the first global route at 111500
* Gate Count Post-Synth at 11630
* Final Cycle Share at 48.26%
* Core Area at 435100 µm²
* Tool Warnings at 31
* Area delta synth->final at 13.89%
* # rows at 242
* Yosys Instances at 11630
* Final cell count without fillers at 17750
* Yosys synthesis chip area at 131300 µm²
* Init Core Util at 30.18%
* Post-CTS setup buffers at 0
* Critical Path Slowest Stage Cell: a211oi_1
* GRT Total Usage at 29.81%
* Starting DRC count in detailed routing at 10800
* First-pass GRT wire length at 878700 µm
-- metrics by stage --
| step | utilization (%) | hold WS, ns |
|---|---|---|
| 5_1_grt | 34.35 | 0.4903 |
| 6_report | 34.38 | 0.4723 |
| 2_1_floorplan | - | 0.4403 |
| 4_1_cts | 34.32 | 0.4742 |
| 3_5_place_dp | 32.59 | 0.4602 |
| 3_3_place_gp | 32.59 | 0.4513 |
-- cells in the final DEF, fill, tap and decap left out, types with 64 or more instances in the layout --
| cell type | n |
|---|---|
| o211ai_1 | 92 |
| diode_2 | 97 |
| o21ai_0 | 623 |
| and2_1 | 89 |
| a21oi_1 | 920 |
| xnor2_1 | 144 |
| inv_1 | 118 |
| a31oi_1 | 245 |
| a211oi_1 | 578 |
| nand3_1 | 286 |
| clkbuf_16 | 239 |
| nor2b_1 | 122 |
| xor2_1 | 72 |
| nand4_1 | 75 |
| a22oi_1 | 101 |
| nor3_1 | 109 |
| mux4_2 | 535 |
| a21o_1 | 117 |
| o31ai_1 | 78 |
| nor2_1 | 419 |
| mux2_2 | 162 |
| buf_4 | 565 |
| nand2_1 | 1590 |
| o22ai_1 | 120 |
| a21boi_0 | 212 |
| clkdlybuf4s50_1 | 292 |
| mux2i_1 | 346 |
| o21ai_1 | 64 |
| dfrtp_1 | 196 |
| edfxtp_1 | 2048 |
| a221oi_1 | 89 |
| ha_1 | 129 |
-- cell type report --
cell class / count / area share (%)
repair buffers: 879 / 5.035
diodes: 97 / 0.1623
clock inverters: 138 / 0.8867
inverters: 130 / 0.3547
flip-flops and latches: 2245 / 44.40
well taps: 5734 / 4.796
multi-input cells: 8242 / 40.20
clock buffers: 289 / 4.157
-- power by group --
group	total [mW]	internal (mW)	leakage, nW	switching [mW]
registers	0.743	0.737	21.2	0.00595
logic	0.354	0.107	25.5	0.248
clock network	0.626	0.351	3.68	0.275
total	1.72	1.20	50.4	0.528
-- sequential cells by signal (all words and copies together) (netlist names) --
register               count
EXCEPTION.ESR.q            4
EXCEPTION.ESync.out        1
DECODE.registers.REGS   2048
EXCEPTION.ELR.q           64
FETCH.PC.q                64
EXCEPTION.ERR.q           64
-- worst paths after layout --
| path | from | end | slack (ns) | cells past startpoint |
|---|---|---|---|---|
| setup reg to reg | DECODE.registers.REGS[4][7] | EXCEPTION.ERR.q[1] | 130.81 | 34 |
| setup / recovery | reg2loc | DM_addr[63] | 73.78 | 35 |
| max in group asynchronous | reset | EXCEPTION.ERR.q[50] | 112.94 | 4 |
| hold reg to reg | EXCEPTION.ELR.q[28] | EXCEPTION.ELR.q[28] | 0.47 | 2 |
| min in group asynchronous | reset | FETCH.PC.q[35] | 28.15 | 2 |
| hold / removal | EXCEPTION.ELR.q[28] | EXCEPTION.ELR.q[28] | 0.47 | 2 |
-- cells by family (layout without fill, tap and decap cells) --
| kind of cell | Yosys count | count (layout) | share of synthesized area [%] |
|---|---|---|---|
| flops | 2244 | 2244 | 50.56 |
| simple gates | 3062 | 3062 | 10.44 |
| compound gates | 3773 | 3773 | 18.81 |
| other cells | 0 | 97 | 0 |
| buf+inv | 1138 | 1436 | 4.130 |
| fa+ha+maj | 139 | 139 | 1.321 |
| mux | 1052 | 1052 | 13.28 |
| xor+xnor | 216 | 216 | 1.440 |
| latches | 1 | 1 | 0.01143 |
-- per-layer routing --
metal / share of wire, % / GRT usage, % / wire length (µm) / vias to the layer above
met4: 8.5 / 20.26 / 54500 / 117
li1: - / - / - / 45780
met1: 30 / 29.80 / 193000 / 54120
met3: 19 / 24.16 / 122800 / 2407
met2: 41 / 40.47 / 263900 / 9276
met5: 0.78 / 9.767 / 5012 / -
-- worst max-delay path: cells and delay by family --
family | cells | cell delay, ns
adders and majority gates | 1 | 0.39
and+or+nand+nor | 10 | 3.42
AOI/OAI and AO/OA | 15 | 3.87
xor gates and xnor gates | 1 | 0.11
muxes | 1 | 0.30
buffers and inverters | 7 | 3.48
Power and IR drop assume default switching activity.
