**flow/design.v**
```verilog
module aludec (input logic [10:0] funct,
					input logic reset,
					input logic [1:0]  aluop,  
					output logic [3:0] alucontrol);  				
	always_comb
		if (reset) begin
			alucontrol = 4'b0000;
		end
		else begin 
			if (aluop == 2'b00) alucontrol = 4'b0010;			 
			else if (aluop == 2'b01) alucontrol = 4'b0111; 	 
			else if((aluop == 2'b10)  & (funct == 11'b10001011000)) alucontrol = 4'b0010;	 
			else if((aluop == 2'b10)  & (funct == 11'b11001011000)) alucontrol = 4'b0110;	 
			else if((aluop == 2'b10)  & (funct == 11'b10001010000)) alucontrol = 4'b0000;	 
			else if((aluop == 2'b10)  & (funct == 11'b10101010000)) alucontrol = 4'b0001;	 
			else alucontrol = 4'b0000;
		end
endmodule
module controller(input logic [10:0] instr,
						input logic ExtIRQ, ExcAck, reset,
						output logic [3:0] AluControl, EStatus,
						output logic [1:0] AluSrc,
						output logic reg2loc, regWrite, Branch,
											memtoReg, memRead, memWrite, 
											Exc, ERet, ExtIAck, BranchToReg);
	logic [1:0] AluOp_s;
	logic NotAnInstr = 1'b0;
	logic [3:0] alu_control_res;
	maindec 	decPpal 	(.Op(instr), 
							.reset(reset),
							.Reg2Loc(reg2loc), 
							.ALUSrc(AluSrc), 
							.MemtoReg(memtoReg), 
							.RegWrite(regWrite), 
							.MemRead(memRead), 
							.MemWrite(memWrite), 
							.Branch(Branch), 
							.ALUOp(AluOp_s),
							.ERet(ERet),
							.NotAnInstr(NotAnInstr),
							.BranchToReg(BranchToReg));	
	aludec 	decAlu 	(.funct(instr), 
							.aluop(AluOp_s), 
							.alucontrol(alu_control_res),
							.reset(reset));
	assign Exc = ExtIRQ | NotAnInstr;
	assign AluControl = reset ? 4'b0 : alu_control_res; 
	assign EStatus = NotAnInstr ? 4'b0010 : (ExtIRQ ? 4'b0001 : 4'b0);
	assign ExtIAck = ExcAck & ExtIRQ;
endmodule
module maindec(
	input logic [10:0] Op,
	input logic reset,
	output logic Reg2Loc, MemtoReg, RegWrite, MemRead, MemWrite, Branch, ERet, NotAnInstr, BranchToReg,
	output logic [1:0] ALUOp, ALUSrc
);
	always_comb begin
		if (reset) begin
			Reg2Loc = 1'b0;
			ALUSrc = 2'b00;
			MemtoReg = 1'b0;
			RegWrite = 1'b0;
			MemRead = 1'b0;
			MemWrite = 1'b0;
			Branch = 1'b0;
			BranchToReg = 1'b0;
			ALUOp = 2'b00;
			ERet = 1'b0;
			NotAnInstr = 1'b0;
		end
		else begin
			case (Op)
				11'b111_1100_0010: begin  
					Reg2Loc = 1'bx;
					ALUSrc = 2'b01;
					MemtoReg = 1'b1;
					RegWrite = 1'b1;
					MemRead = 1'b1;
					MemWrite = 1'b0;
					Branch = 1'b0;
					BranchToReg = 1'b0;
					ALUOp = 2'b00;
					ERet = 1'b0;
					NotAnInstr = 1'b0;
				end
				11'b111_1100_0000: begin  
					Reg2Loc = 1'b1;
					ALUSrc = 2'b01;
					MemtoReg = 1'bx;
					RegWrite = 1'b0;
					MemRead = 1'b0;
					MemWrite = 1'b1;
					Branch = 1'b0;
					BranchToReg = 1'b0;
					ALUOp = 2'b00;
					ERet = 1'b0;
					NotAnInstr = 1'b0;
				end
				11'b101_1010_0000,
				11'b101_1010_0001,
				11'b101_1010_0010,
				11'b101_1010_0011,
				11'b101_1010_0100,
				11'b101_1010_0101,
				11'b101_1010_0110,
				11'b101_1010_0111: begin  
					Reg2Loc = 1'b1;
					ALUSrc = 2'b00;
					MemtoReg = 1'bx;
					RegWrite = 1'b0;
					MemRead = 1'b0;
					MemWrite = 1'b0;
					Branch = 1'b1;
					BranchToReg = 1'b0;
					ALUOp = 2'b01;
					ERet = 1'b0;
					NotAnInstr = 1'b0;
				end
				11'b100_0101_1000,
				11'b110_0101_1000,
				11'b100_0101_0000,
				11'b101_0101_0000: begin  
					Reg2Loc = 1'b0;
					ALUSrc = 2'b00;
					MemtoReg = 1'b0;
					RegWrite = 1'b1;
					MemRead = 1'b0;
					MemWrite = 1'b0;
					Branch = 1'b0;
					BranchToReg = 1'b0;
					ALUOp = 2'b10;
					ERet = 1'b0;
					NotAnInstr = 1'b0;
				end
				11'b110_1011_0100: begin  
					Reg2Loc = 1'b0;
					ALUSrc = 2'b00;
					MemtoReg = 1'bx;
					RegWrite = 1'b0;
					MemRead = 1'b0;
					MemWrite = 1'b0;
					Branch = 1'b1;
					BranchToReg = 1'b0;
					ALUOp = 2'b01;
					ERet = 1'b1;
					NotAnInstr = 1'b0;
				end
				11'b110_1010_1001: begin  
					Reg2Loc = 1'b1;
					ALUSrc = 2'b1x;
					MemtoReg = 1'b0;
					RegWrite = 1'b1;
					MemRead = 1'b0;
					MemWrite = 1'b0;
					Branch = 1'b0;
					BranchToReg = 1'b0;
					ALUOp = 2'b01;
					ERet = 1'b0;
					NotAnInstr = 1'b0;
				end
				11'b110_1011_0000: begin  
					Reg2Loc = 1'bx;
					ALUSrc = 2'bxx;
					MemtoReg = 1'bx;
					RegWrite = 1'b0;
					MemRead = 1'b0;
					MemWrite = 1'b0;
					Branch = 1'b1;
					BranchToReg = 1'b1;
					ALUOp = 2'b01;
					ERet = 1'b0;
					NotAnInstr = 1'b0;
				end
				default: begin  
					Reg2Loc = 1'bx;
					ALUSrc = 2'bxx;
					MemtoReg = 1'b0;
					RegWrite = 1'b0;
					MemRead = 1'b0;
					MemWrite = 1'b0;
					Branch = 1'b0;
					BranchToReg = 1'b0;
					ALUOp = 2'bxx;
					ERet = 1'b0;
					NotAnInstr = 1'b1;
				end
			endcase
		end
	end
endmodule
```
**flow/constraint.sdc**
```tcl
current_design controller

set clk_period 2.3
set clk_io_pct 0.2

create_clock -name clk0 -period $clk_period

set non_clock_inputs [all_inputs -no_clocks]
set_input_delay [expr $clk_period * $clk_io_pct] -clock clk0 $non_clock_inputs
set_output_delay [expr $clk_period * $clk_io_pct] -clock clk0 [all_outputs]
```
**flow/run.sh**
```bash
#!/bin/bash
# OpenROAD 26Q1-2900-gdf79404cd8, Yosys 0.63+post, stock flow scripts
make -C /OpenROAD-flow-scripts/flow DESIGN_CONFIG=/design/flow/config.mk WORK_HOME=/design/flow/orfs finish
```
**flow/config.mk**
```make
export PLATFORM = sky130hd
export DESIGN_NAME = controller
export DESIGN_NICKNAME = controller
export VERILOG_FILES = /design/flow/design.v
export SDC_FILE = /design/flow/constraint.sdc
export NUM_CORES = 4
export LEC_CHECK = 1
export CORE_AREA = 10 10 70 70
export DIE_AREA = 0 0 80 80
export SYNTH_HDL_FRONTEND = slang
```
==> flow_summary.json <==
{
  "final_util": 0.267,
  "lay_top_cells": "buf_4, buf_2, dlygate4sd2_1",
  "vias_per_cell": 3.76,
  "arrival_ns": 1.78,
  "crit_path_start_kind": "input pin",
  "ant_nets": 0,
  "yosys_warnings": 0,
  "fmax_mhz": 447,
  "hold_violations": 0,
  "portBuffers": 31,
  "tns_ns": 0,
  "rows": 21,
  "hold_class": "in2out",
  "vias": 583,
  "warning_count": 33,
  "io_pins": 34,
  "routed.top_layer": "met3",
  "antenna_cells": 0,
  "powerDensity_mw_per_mm2": 96.7,
  "met1_length_um": 949,
  "avgSynthCellArea_um2": 6.72,
  "ys_area_um2": 383,
  "synthToLayoutAreaGrowth_pct": 138,
  "cap_violations": 0,
  "drc": 0,
  "gp_congestion": 0.811,
  "overflow": 0,
  "track_usage": 0.0513,
  "layout.cells.non_filler": 155,
  "finalSetupViolCount": 0,
  "ys_cells": 57,
  "fin_crit_ns": 2.24,
  "fillers": 386,
  "period_used_share": 0.973,
  "dp.final_hpwl_mm": 1.55,
  "die_w_um": 80,
  "drt-pass1-iter-count": 4,
  "fp-utilization": 0.112,
  "grt_pass1_vias": 595,
  "drt_wl_total_mm": 1.82,
  "lay_top_count": "buf_4",
  "holdBufCountCts": 0,
  "logic_area_um2": 428,
  "drv_slew": 0,
  "die_area_mm2": 0.00640,
  "critical_path.max_fanout": 4,
  "synth.distinct_cells": 32,
  "rsz0062_at_grt": "no",
  "n_clock_buffer": 0,
  "grt_max_degree": 9,
  "status": "complete, no violations",
  "drt_first_iter_violations": 12,
  "flop-count": 0,
  "layout-drive-gt1-share": 0.587,
  "dp.cells": 145,
  "die_h_um": 80,
  "ys_seq_frac": 0,
  "register_area_um2": 0,
  "worst_ir_drop_vdd_mv": 0.0340,
  "critical_path_required_ns": 1.84,
  "route.detailed.wl_per_inst_um": 11.7,
  "cp-end-kind": "primary output",
  "leakagePower_uw": 0.000454,
  "routed-wl-met3_um": 192,
  "critical_path_class": "in2out",
  "antenna_found_initial": 0,
  "syn-instance-count": 57,
  "dr_wl_met2_um": 676,
  "syn_area_um2": 383,
  "coreArea_mm2": 0.00342,
  "grt_pass1_wl_mm": 2.73
}
path summary, 6_finish.rpt:
| kind | start | endpoint | cells past startpoint |
|---|---|---|---|
| setup / recovery | instr[8] | regWrite | 7 |
| hold / removal | instr[1] | memtoReg | 5 |
logic make-up after synthesis:
kind of cell           share of synthesized area
other                                    0.00979
AND-OR/OR-AND                              0.144
buffers and inverters                      0.127
AND/OR/NAND/NOR                            0.719
report_power, final:
part | switching [µW] | leakage, µW | total [µW] | internal, µW
clock network | 0 | 0 | 0 | 0
logic | 36.3 | 0.000454 | 88.1 | 51.8
registers | 0 | 0 | 0 | 0
total | 36.3 | 0.000454 | 88.1 | 51.8
repair_timing:
| action | in CTS | in global routing |
|---|---|---|
| setup buffers | 9 | 1 |
| endpoints found under the setup margin | 16 | 11 |
| gates cloned | 0 | 0 |
| pin swaps | 19 | 7 |
| gates resized | 89 | 9 |
worst max-delay path, stage by stage:
cell	delay (ns)
clkbuf_2	0.12
nand2b_1	0.15
or4_4	0.54
and2_4	0.18
buf_4	0.12
a21oi_2	0.11
buf_2	0.11
through the flow:
stage | hold slack, ns | setup WS (ns) | cell area (µm²) | power (µW)
floorplan | 0.935 | 0.348 | 390 | 24.2
global placement | 1.86 | -0.682 | 830 | 86.1
detailed placement | 1.86 | -0.731 | 830 | 85.6
CTS | 1.41 | -0.0303 | 910 | 86.8
global route | 1.43 | 0.00157 | 911 | 96.1
finish | 1.40 | 0.0611 | 911 | 88.1
cells in the mapped netlist:
cell | number | area [µm²]
inv_1 | 2 | 7.51
nand3_1 | 1 | 5.00
and4_1 | 1 | 8.76
o31ai_1 | 1 | 7.51
and2_1 | 4 | 25.0
buf_4 | 5 | 37.5
conb_1 | 1 | 3.75
nand2_1 | 4 | 15.0
o21a_1 | 1 | 7.51
or3_1 | 2 | 12.5
a31oi_1 | 1 | 6.26
nand3b_1 | 1 | 7.51
a21oi_1 | 5 | 25.0
nand4bb_1 | 1 | 11.3
and4b_1 | 1 | 10.0
and2b_2 | 1 | 8.76
nor4bb_1 | 1 | 10.0
nand2b_1 | 1 | 6.26
nor2_1 | 4 | 15.0
or2b_2 | 1 | 8.76
and2_4 | 1 | 8.76
nor3_1 | 5 | 25.0
nand4b_1 | 1 | 8.76
nor4b_1 | 2 | 17.5
or4_4 | 1 | 11.3
o31a_1 | 1 | 8.76
and4b_2 | 1 | 11.3
nand4_1 | 2 | 12.5
or2_2 | 1 | 6.26
nor4_1 | 1 | 6.26
clkbuf_1 | 1 | 3.75
nand4b_4 | 1 | 23.8
cell type report:
type,instances,share of cell area
repair buffers,56,0.459
well taps,46,0.0632
inverters,2,0.00824
multi-input cells,51,0.470
routing by layer:
| metal | up-vias | track usage |
|---|---|---|
| li1 | 314 | - |
| met1 | 244 | 0.0751 |
| met2 | 25 | 0.0730 |
| met3 | 0 | 0.0193 |
| met4 | 0 | 0 |
| met5 | - | 0 |
Power figures rest on the tool's default switching activity, not on a simulated workload.
